==> /design/flow/design.v <==
`timescale 1ns / 1ps
module EELabFinal(
	 input clock,
    input coinIn,
	 output reg [2:0] coinState,
	 output reg [2:0] ourState,
	 output reg [3:0] washState,
	 output reg [3:0] nextWashState,	
    output reg [6:0] RSD,
    output reg [6:0] LSD,
	 input basicWash,
	 input normalWash,
	 input heavyWash,
	 output reg [3:0] LED,
	 input LID
    );
	 parameter
		c0 = 3'b000,
		c1 = 3'b001,
		c2 = 3'b010,
		c3 = 3'b011,
		c4 = 3'b100,
		c5 = 3'b101;
	 parameter
		w0 = 4'b0000,
		w1 = 4'b0001,
		w2 = 4'b0010,
		w3 = 4'b0011,
		w4 = 4'b0100,   
		w5 = 4'b0101,
		w6 = 4'b0110,
		w7 = 4'b0111,
		w8 = 4'b1000,
		w9 = 4'b1001;
	 always @ (posedge clock)
	 begin
		 ourState <= coinState;
	 end
	 always @ (posedge clock)
	 begin
		 washState <= nextWashState;
	 end
	 always @ (*)
	 begin
		case(ourState)
			c0: begin coinState = c0; LSD = 7'b1111110; RSD = 7'b1111110; LED = 3'b000; nextWashState = w0;
				case (coinIn)  
					1:  coinState = c1;  
					0:  coinState = c0; 
				default:  begin coinState = c0; LSD = 7'b1111110; RSD = 7'b1111110; LED = 3'b000; end
				endcase
				end
			c1: begin coinState = c1; LSD = 7'b1101101; RSD = 7'b1011011; LED = 3'b000; nextWashState = w0;
				case (coinIn)  
					1:  coinState = c2;  
					0:  coinState = c1; 
				default:  begin coinState = c1; LSD = 7'b1101101; RSD = 7'b1011011; LED = 3'b000; end
				endcase
				end
			c2: begin coinState = c2; LSD = 7'b1011011; RSD = 7'b1111110; LED = 3'b000; nextWashState = w0;
					case(washState)
						w0: if(LID && basicWash) begin LSD = 7'b1111111; RSD = 7'b1111001; LED = 3'b111; nextWashState = w1; end
						w1: if(LID && basicWash) begin LSD = 7'b0011111; RSD = 7'b0001101; LED = 3'b100; nextWashState = w2; end 
						w2: if(LID && basicWash) begin LSD = 7'b0011111; RSD = 7'b0001101; LED = 3'b101; nextWashState = w3; end 
						w3: if(LID && basicWash) begin LSD = 7'b0011111; RSD = 7'b0001101; LED = 3'b011; nextWashState = w4; end 
						w4: if(LID && basicWash) begin LSD = 7'b0011111; RSD = 7'b0001101; LED = 3'b001; nextWashState = w5; end 
						w5: begin coinState = c0; LED = 3'b000; end
						default: begin coinState = c0; end
					endcase
				case (coinIn)  
					1:  coinState = c3;  
					0:  begin if(nextWashState == w5) coinState = c0; else coinState = c2; end
				default: begin coinState = c2; LSD = 7'b1011011; RSD = 7'b1111110; LED = 3'b000; end
				endcase
				end
			c3: begin coinState = c3; LSD = 7'b1110000; RSD = 7'b1011011; LED = 3'b000; nextWashState = w0;
					case(washState)
						w0: if(LID && normalWash) begin LSD = 7'b1111111; RSD = 7'b1111001; LED = 3'b111; nextWashState = w1; end
							 else if(LID && basicWash) begin LSD = 7'b1111111; RSD = 7'b1111001; LED = 3'b111; nextWashState = w1; end
						w1: if(LID && normalWash) begin LSD = 7'b0010101; RSD = 7'b1111110; LED = 3'b100; nextWashState = w2; end 
							 else if(LID && basicWash) begin LSD = 7'b0011111; RSD = 7'b0001101; LED = 3'b100; nextWashState = w2; end 
						w2: if(LID && normalWash) begin LSD = 7'b0010101; RSD = 7'b1111110; LED = 3'b101; nextWashState = w3; end 
							 else if(LID && basicWash) begin LSD = 7'b0011111; RSD = 7'b0001101; LED = 3'b101; nextWashState = w3; end 
						w3: if(LID && normalWash) begin LSD = 7'b0010101; RSD = 7'b1111110; LED = 3'b010; nextWashState = w4; end 
							 else if(LID && basicWash) begin LSD = 7'b0011111; RSD = 7'b0001101; LED = 3'b010; nextWashState = w5; end 
						w4: if(LID && normalWash) begin LSD = 7'b0010101; RSD = 7'b1111110; LED = 3'b011; nextWashState = w5; end 
							 else if(LID && basicWash) begin LSD = 7'b0011111; RSD = 7'b0001101; LED = 3'b011; nextWashState = w5; end 
						w5: if(LID && normalWash) begin LSD = 7'b0010101; RSD = 7'b1111110; LED = 3'b001; nextWashState = w6; end 
							 else if(LID && basicWash) begin LSD = 7'b0011111; RSD = 7'b0001101; LED = 3'b001; nextWashState = w6; end 
						w6: begin coinState = c0; LED = 3'b000; end
						default: begin coinState = c0; end
					endcase
				case (coinIn)  
					1:  coinState = c4;  
					0:   if(nextWashState == w6) begin 
							if(basicWash) coinState = c1;
							else coinState = c0;
					end
				default: begin coinState = c3; LSD = 7'b1110000; RSD = 7'b1011011; LED = 3'b000; end
				endcase
				end
			c4: begin coinState = c4; LSD = 7'b0110000; RSD = 7'b1111110; LED = 3'b000; nextWashState = w0;
					case(washState)
						w0: if(heavyWash && LID) begin LSD = 7'b1111111; RSD = 7'b1111001; LED = 3'b111; nextWashState = w1; end
							 else if(LID && normalWash) begin LSD = 7'b1111111; RSD = 7'b1111001; LED = 3'b111; nextWashState = w1; end 
							 else if(LID && basicWash) begin LSD = 7'b1111111; RSD = 7'b1111001; LED = 3'b111; nextWashState = w1; end 
						w1: if(heavyWash && LID) begin LSD = 7'b0110111; RSD = 7'b0111011; LED = 3'b100; nextWashState = w2; end 
							 else if(LID && normalWash) begin LSD = 7'b0010101; RSD = 7'b1111110; LED = 3'b100; nextWashState = w2; end 
							 else if(LID && basicWash) begin LSD = 7'b0011111; RSD = 7'b0001101; LED = 3'b100; nextWashState = w2; end 
						w2: if(heavyWash && LID) begin LSD = 7'b0110111; RSD = 7'b0111011; LED = 3'b101; nextWashState = w3; end 
							 else if(LID && normalWash) begin LSD = 7'b0010101; RSD = 7'b1111110; LED = 3'b101; nextWashState = w6; end 
							 else if(LID && basicWash) begin LSD = 7'b0011111; RSD = 7'b0001101; LED = 3'b101; nextWashState = w6; end 
						w3: if(heavyWash && LID) begin LSD = 7'b0110111; RSD = 7'b0111011; LED = 3'b100; nextWashState = w4; end 
						w4: if(heavyWash && LID) begin LSD = 7'b0110111; RSD = 7'b0111011; LED = 3'b101; nextWashState = w5; end 
						w5: if(heavyWash && LID) begin LSD = 7'b0110111; RSD = 7'b0111011; LED = 3'b010; nextWashState = w6; end 
							 else if(LID && normalWash) begin LSD = 7'b0010101; RSD = 7'b1111110; LED = 3'b010; nextWashState = w6; end 
							 else if(LID && basicWash) begin LSD = 7'b0011111; RSD = 7'b0001101; LED = 3'b010; nextWashState = w7; end 
						w6: if(heavyWash && LID) begin LSD = 7'b0110111; RSD = 7'b0111011; LED = 3'b011; nextWashState = w7; end 
							 else if(LID && normalWash) begin LSD = 7'b0010101; RSD = 7'b1111110; LED = 3'b011; nextWashState = w7; end 
							 else if(LID && basicWash) begin LSD = 7'b0011111; RSD = 7'b0001101; LED = 3'b011; nextWashState = w7; end 
						w7: if(heavyWash && LID) begin LSD = 7'b0110111; RSD = 7'b0111011; LED = 3'b001; nextWashState = w8; end 
							 else if(LID && normalWash) begin LSD = 7'b0010101; RSD = 7'b1111110; LED = 3'b001; nextWashState = w8; end 
							 else if(LID && basicWash) begin LSD = 7'b0011111; RSD = 7'b0001101; LED = 3'b001; nextWashState = w8; end 
						w8: begin LED = 3'b000; coinState = c0; end
						default: begin coinState = c0; end
					endcase
				case (coinIn)  
					1:  coinState = c4; 
					0:  if(nextWashState == w8) begin
							if(heavyWash) coinState = c0; 
							else if (normalWash)coinState = c1; 
							else if (basicWash) coinState = c2;
						 end
				default: begin coinState = c4; LSD = 7'b0110000; RSD = 7'b1111110; LED = 3'b000; end
				endcase
				end
			default: begin coinState = c0; LSD = 7'b1111110; RSD = 7'b1111110; LED = 3'b000; end
			endcase
	 end
endmodule 
==> /design/flow/run.sh <==
#!/bin/bash
# OpenROAD 26Q1-2900-gdf79404cd8, Yosys 0.63+post, stock flow scripts
make -C /OpenROAD-flow-scripts/flow DESIGN_CONFIG=/design/flow/config.mk WORK_HOME=/design/flow/orfs finish
==> /design/flow/config.mk <==
export PLATFORM = sky130hd
export DESIGN_NAME = EELabFinal
export DESIGN_NICKNAME = EELabFinal
export VERILOG_FILES = /design/flow/design.v
export SDC_FILE = /design/flow/constraint.sdc
export NUM_CORES = 4
export LEC_CHECK = 1
export CORE_AREA = 10 10 110 110
export DIE_AREA = 0 0 120 120
==> /design/flow/constraint.sdc <==
current_design EELabFinal

set clk_period 4.5
set clk_io_pct 0.2

create_clock -name clk0 -period $clk_period [get_ports {clock}]

set non_clock_inputs [all_inputs -no_clocks]
set_input_delay [expr $clk_period * $clk_io_pct] -clock clk0 $non_clock_inputs
set_output_delay [expr $clk_period * $clk_io_pct] -clock clk0 [all_outputs]
==> qor.csv <==
stage,metric,value,unit
routing,DRT antenna net count,0,
yosys,Synth area leader,dfxtp_1,
routing,via density per instance,4.50,
sta,Slew Limit Fails,0,
run,max_cap viols,0,
routing,routed wire length,5020,um
routing,WL/cell,14.7,um
placement,GP Congestion,0.993,
min_path,Worst Hold Class,flip-flop to flip-flop,
grt,initial antenna violation count,0,
final_layout,dominant logic cell types in the final layout,"clkdlybuf4s50_1, nand2_1, nor2_1",
sta,RSZ-0062 raised after global routing,false,
clock_tree,CTS tree,done,
placement,Detailed Place HPWL,3960,um
die,Core Rows,36,
yosys,Mapped Cells,180,
clock_tree,Post-CTS Hold Fix Bufs,0,
yosys,Mapped Area,1170,sq um
setup_path,Crit path max-delay family,buffers and inverters,
clock_tree,post-cts resize count,0,
setup_path,Setup crit end kind,output pin,
run,OpenROAD warning count,25,
die,DIE WIDTH,120,um
power,Peak VDD IR,0.000138,V
routing,DR iter-0 viols,151,
yosys,Async SR Flop Fraction,0,%
setup_path,Startpoint Class,primary input,
yosys,"EDFF count, synth",0,
grt,GR Util All Layers,6.61,%
clock_tree,clk root buf,clkbuf_8,
clock_tree,post-CTS setup buffer count,0,
power,PD cells,390,nW/um^2
sta,min Tclk post-route,4.26,ns
yosys,top-area cell type share of the netlist area,12.0,%
final_layout,final cell count without fillers,342,
power,leakage power,0.568,nW
sta,final setup TNS,0,ns
routing,Remaining DRCs,0,
yosys,Ys Warns,1,
placement,port bufs,35,
sta,endpoints left unconstrained,12,
clock_tree,Bufs on Longest Clock Path,2,
clock_tree,number of H-tree levels,1,
final_layout,layout cells sized above 1,7.18,%
routing,ANT cells,0,
setup_path,CP Buf/Inv Count,2,
grt,vias in the first global route,1446,
setup_path,"slowest stage delay, CP",0.52,ns
yosys,Synth Area per Inst,6.51,sq um
setup_path,Critical-path top delay cell,clkdlybuf4s50_1,
sta,skew final,0.000746,ns
setup_path,required time worst endpoint,3.60,ns
die,FP Util,12.0,%
final_layout,fillcell total,1095,
setup_path,critical path's most frequent cell,clkdlybuf4s50_1,
clock_tree,TritonCTS Buffers,3,
yosys,post-synthesis register bit count,11,
grt,largest net degree at the start of global routing,23,
die,Core Area,9770,sq um
routing,total number of vias,1540,
grt,first-pass GRT wire length,7940,um
grt,global route overflow,0,
setup_path,CP Class,primary input to output pin,
die,I/O pin count,38,
yosys,dominant synthesized flop cell,dfxtp_1,
sta,Fmax,0.235,GHz
placement,Post-Place Cells,338,
final_layout,area grow syn2layout,45.9,%
routing,router iterations before antenna repair,5,
sta,final setup fails,0,
final_layout,Top cell excl fill/tap,clkdlybuf4s50_1,
setup_path,Crit path arrival time,3.36,ns
clock_tree,clk slew on worst S/H paths,0.04,ns
sta,post-layout period usage,94.7,%
die,Die ar.,14400,sq um
setup_path,Critical Path Fanout Max,6,
sta,Hold Fails Final Rpt,0,
sta,Least-Margin Pin Slew,0.715,ns
setup_path,worst path cell trace,"clkdlybuf4s50_1, o31a_2, nand2_2, or3_1, or3b_1, a41oi_1, clkdlybuf4s50_1",
sta,Slew headroom,52.3,%
die,Die Span Y,120,um
yosys,top area cells in the synthesized netlist,"dfxtp_1, nand2_1, a21oi_1",
sta,count of unclocked register or latch pins,4,
yosys,Synth cell types,49,
yosys,yosys stat chip area,1170,sq um
clock_tree,clk latency late pin,0.22,ns
status,status,finished clean,
yosys,# Cells Yosys,180,
final cells by class:
cell class              instances  area, sq um  share of cell area, %
flip-flops and latches         11          200                   11.7
multi-input cells             149          880                   51.4
repair buffers                 40          400                   23.4
inverters                       5         18.8                   1.10
clock buffers                   4         45.0                   2.63
well taps                     133          166                   9.73
state kept, by name, indices dropped and copies added, names as in the netlist:
name / flops
nextWashState: 4
ourState: 3
washState: 4
per-layer routing:
layer	global-route usage, %	wire length, um	vias to the layer above
met1	8.76	2130	706
met5	0	0	-
met4	0.980	82	0
met2	11.1	2400	101
met3	1.29	410	10
li1	-	-	723
path summary, 6_finish.rpt:
path	startpoint	to	slack, ns	cells after the start
max	LID	coinState[0]	0.24	7
min reg2reg	ourState[2]	ourState[1]	0.74	1
min	ourState[2]	ourState[1]	0.74	1
max reg2reg	washState[2]	ourState[0]	2.23	5
cell usage after synthesis, types with 2 or more instances:
master / count
o32a_1: 3
o22ai_1: 7
a221oi_1: 2
nor3_1: 4
o21ai_0: 12
buf_2: 5
or3_1: 5
inv_1: 5
clkbuf_1: 7
conb_1: 2
dfxtp_1: 7
a41oi_1: 4
o32ai_1: 3
o211ai_1: 3
nor2b_1: 4
o21a_1: 3
a22o_1: 2
nand2b_1: 8
dlxtn_1: 4
nand3_1: 3
nor2_1: 17
or2_2: 3
buf_4: 3
nand2_1: 22
nor3b_1: 4
a21oi_1: 15
where the power goes:
group / switching, mW / total [mW] / leakage (nW) / internal [mW]
Clock: 0.0260 / 0.0871 / 0.0228 / 0.0612
Sequential: 0.0594 / 0.142 / 0.0880 / 0.0827
Combinational: 0.172 / 0.438 / 0.457 / 0.266
through the flow:
stage / util (%) / total power [mW] / worst slack [ns] / hold slack, ns / cell area, sq um
6_report: 17.5 / 0.668 / 0.239 / 0.745 / 1710
5_1_grt: 17.5 / 0.730 / 0.123 / 0.796 / 1710
4_1_cts: 17.5 / 0.681 / 0.215 / 0.757 / 1710
3_5_place_dp: 17.0 / 0.589 / 0.216 / 0.752 / 1670
3_3_place_gp: 17.0 / 0.589 / 0.241 / 0.715 / 1670
2_1_floorplan: - / 0.320 / 1.51 / 0.565 / 1170
logic make-up after synthesis:
family / Yosys count / share of synthesized area (%)
other: 2 / 0.641
latches: 4 / 5.12
AND-OR/OR-AND: 65 / 37.5
buffers and inverters: 20 / 7.90
XOR/XNOR: 2 / 1.49
AND/OR/NAND/NOR: 80 / 35.4
flip-flops: 7 / 12.0
No activity file was given, so power comes from the tool's default toggle rates.
